==> design.v <==
`timescale 1ns / 1ps
module clock_divider(
    input wire clk,
    input wire rst,
    output reg clk_1Hz
    );
    reg [28:0] counter;
    always @(posedge clk) begin
        if(rst) begin
        counter <= 0;
        clk_1Hz <=0;
        end
        else begin
            if(counter >= 62_500_000) begin  
                counter <= 0;
                clk_1Hz <= ~clk_1Hz;
            end
            else begin
            counter <= counter + 1;
            end
        end
    end
endmodule
`timescale 1ns / 1ps
module clock_divider_240Hz(
    input wire clk,
    input wire rst,
    output reg clk_240Hz
    );
    reg [28:0] counter;
    always @(posedge clk) begin
        if(rst) begin
        counter <= 0;
        clk_240Hz <=0;
        end
        else begin
            if(counter >= 520_833) begin  
                counter <= 0;
                clk_240Hz <= ~clk_240Hz;
            end
            else
            counter <= counter + 1;
        end
    end
endmodule
`timescale 1ns / 1ps
module digital_clock(
    input wire clk,
    input wire rst,
    output reg [5:0] sec, 
    output reg [5:0] minute,
    output reg [4:0] hour  
    );
    always @(posedge clk or posedge rst) begin
        if(rst) begin
        sec <= 0;
        minute <= 0;
        hour <=0;
        end
        else begin
        if(sec == 59) begin
            sec <= 0;
            if(minute == 59) begin
                minute <= 0;
                if(hour == 23) 
                    hour <= 0;
                else
                    hour <= hour + 1;
            end
            else
                minute <= minute + 1;
        end else
                sec <= sec + 1;
        end 
    end
endmodule
`timescale 1ns / 1ps
module seven_seg(
    input wire [3:0] digit,
    output reg [6:0] digit_seg
    );
    always @(*) begin
        case(digit) 
            4'd0: digit_seg = 7'b1111110;
            4'd1: digit_seg = 7'b0110000;
            4'd2: digit_seg = 7'b1101101;
            4'd3: digit_seg = 7'b1111001;
            4'd4: digit_seg = 7'b0110011;
            4'd5: digit_seg = 7'b1011011;
            4'd6: digit_seg = 7'b1011111;
            4'd7: digit_seg = 7'b1110000;
            4'd8: digit_seg = 7'b1111111;
            4'd9: digit_seg = 7'b1111011;
            default: digit_seg = 7'b0000000;  
        endcase
    end
endmodule
`timescale 1ns / 1ps
module top_level(
    input wire clk,
    input wire reset,
    output wire [6:0] display,
    output wire [3:0] digit,
    output wire clk1hz
    );
    wire [5:0] seconds, minutes,hours;
    reg [3:0] current_digit;
    reg [1:0] digit_select;
    wire clk_240Hz;
     clock_divider_240Hz clk_divider240(
        .clk(clk),
        .rst(reset),
        .clk_240Hz(clk_240Hz)
    );
    clock_divider clk_divider(
        .clk(clk),
        .rst(reset),
        .clk_1Hz(clk1hz)
    );
    digital_clock dig_clk(
        .clk(clk1hz),
        .rst(reset),
        .sec(seconds),
        .minute(minutes),
        .hour(hours)
    );
    always @(posedge clk_240Hz or posedge reset) begin
        if (reset) begin
            digit_select <= 0;
        end else begin
            digit_select <= digit_select + 1; 
        end
    end
    always @(*) begin
        case (digit_select)
            2'b00: current_digit <= seconds % 10;       
            2'b01: current_digit <= seconds / 10;       
            2'b10: current_digit <= minutes % 10;       
            2'b11: current_digit <= minutes / 10;       
            default: current_digit <= 4'b0000;
        endcase
    end
    seven_seg sev_seg(
        .digit(current_digit),
        .digit_seg(display)
    );
    assign digit = ~(1 << digit_select);
endmodule
==> run.sh <==
#!/bin/bash
# OpenROAD 26Q1-2900-gdf79404cd8, Yosys 0.63+post, stock flow scripts
make -C /OpenROAD-flow-scripts/flow DESIGN_CONFIG=/design/flow/config.mk WORK_HOME=/design/flow/orfs finish
==> config.mk <==
export PLATFORM = sky130hd
export DESIGN_NAME = top_level
export DESIGN_NICKNAME = top_level
export VERILOG_FILES = /design/flow/design.v
export SDC_FILE = /design/flow/constraint.sdc
export NUM_CORES = 4
export LEC_CHECK = 1
export CORE_UTILIZATION = 40
==> constraint.sdc <==
current_design top_level

set clk_period 5.0
set clk_io_pct 0.2

create_clock -name clk0 -period $clk_period [get_ports {clk}]

set non_clock_inputs [all_inputs -no_clocks]
set_input_delay [expr $clk_period * $clk_io_pct] -clock clk0 $non_clock_inputs
set_output_delay [expr $clk_period * $clk_io_pct] -clock clk0 [all_outputs]
==> flow_metrics.env <==
# implementation run metrics
export IMPL_holdPathStages=2
export IMPL_worst_pin_slew_ps=838
export IMPL_ios=14
export IMPL_avgSynthCellArea_um2=8.63
export IMPL_reg2reg_slack_ps=2170
export IMPL_overflow=0
export IMPL_p_per_area_mw_per_mm2=208
export IMPL_clock_fmax_mhz=353
export IMPL_ir_drop_v=0.000227
export IMPL_ys_cells=489
export IMPL_finalClockPeriodUsage_pct=56.6
export IMPL_finalSetupViolations=0
export IMPL_dp_hpwl_mm=5.41
export IMPL_grt_pass1_vias=3091
export IMPL_top_cell="nor2_1"
export IMPL_rsz0062_at_grt="no"
export IMPL_cts_clk_slew_worst_paths_ps=70
export IMPL_warning_count=39
export IMPL_netlist_area_mm2=0.00422
export IMPL_finalPower_w=0.000980
export IMPL_syn_inst=489
export IMPL_finalCriticalPeriod_ps=2830
export IMPL_post_cts_resized=0
export IMPL_tns_ps=0
export IMPL_antenna_found_initial=0
export IMPL_drt_iter0_drc=132
export IMPL_ff_type="dfxtp_1"
export IMPL_diodes=0
export IMPL_slew_headroom_pct=44.0
export IMPL_yosys_area_top_type="dfxtp_1"
export IMPL_ant_nets=0
export IMPL_path_class="reg2reg"
export IMPL_hp_class="reg2reg"
export IMPL_groute_usage_overall_pct=14.9
export IMPL_clock_root_buffer="clkbuf_8"
export IMPL_fin_hold_ws_ps=467
export IMPL_dieArea_mm2=0.0110
export IMPL_cp_arrival_ps=3080
export IMPL_drive_gt1_share_pct=7.35
export IMPL_placed_cells=637
export IMPL_core_rowCount=37
export IMPL_numCtsBuffers=9
export IMPL_fp_dieW_um=105
export IMPL_cts_tree="yes"
export IMPL_area_leaders="dfxtp_1 28%, dfrtp_1 8.3%, ha_1 7.4%, nor2_1 6.9%, xor2_1 5.0%"
export IMPL_drc=0
export IMPL_routed_wl_mm=7.51
export IMPL_initial_core_util_pct=41.1
export IMPL_synth_chip_area_mm2=0.00422
export IMPL_common_cells="78 x nor2_1, 60 x dfxtp_1, 35 x nand2_1, 25 x ha_1, 25 x inv_1"
export IMPL_rr_startpoint="clk_divider.counter[6]"
export IMPL_hold_viol=0
export IMPL_unclocked_regs=14
export IMPL_yosysUniqueCellTypes=68
export IMPL_critPathLaunchType="flop"
export IMPL_num_vias=3287
export IMPL_top_area_share_pct=28.5
export IMPL_preCtsSetupSlack_ps=1990
export IMPL_crit_fanout=25
export IMPL_synthToLayoutAreaGrowth_pct=11.9
export IMPL_grt_pass1_wl_mm=13.7
export IMPL_nFillCells=990
export IMPL_core_mm2=0.0103
export IMPL_ctsHoldBuffers=0
export IMPL_die_height_um=105
export IMPL_detail_route_first_pass_iterations=4
export IMPL_drv_slew=0
export IMPL_end_kind="flop"
export IMPL_ys_ff=74
export IMPL_min_to="clk_divider240.counter[18]"
export IMPL_cts_path_max_buffers=2
export IMPL_place_congestion=0.871
export IMPL_setup_ws_ps=2170
export IMPL_untimed_endpoints=25
export IMPL_insertion_delay_ps=330
export IMPL_htreeDepth=3
export IMPL_outcome="finished, final reports clean"
export IMPL_portBuffers=13
export IMPL_stdcell_count=653
export IMPL_rr_endpoint="clk_divider.counter[23]"
export IMPL_synth_async_reset_ratio_pct=18.9
export IMPL_r2r_cells=9
export IMPL_routed_via_density=5.03
export IMPL_clock_skew_ps=7.86
export IMPL_edf_count=0
export IMPL_required_ps=5250
export IMPL_leakagePower_nw=1.87
export IMPL_wire_per_inst_um=11.5
export IMPL_yosys_warnings=6
export IMPL_post_cts_buffers=0
export IMPL_ys_seq_share_pct=36.8
export IMPL_grt_max_degree=26
export IMPL_hp_start="clk_divider240.counter[18]"
export IMPL_drv_cap=0
## kinds of logic (layout without fill, tap and decap cells)
logic type               after synthesis  in the layout  share of synthesized area (%)
buffers and inverters                 42             58                           4.06
multiplexers                          16             16                           4.66
flip-flops                            74             74                           36.8
XOR/XNOR                              46             46                           9.55
adder cells (fa/ha/maj)               25             25                           7.41
AND/OR/NAND/NOR                      196            196                           22.2
AND-OR/OR-AND                         89             89                           15.3
other                                  1             13                         0.0889
## per-layer routing
layer  track usage [%]  share of wire, %  vias up
li1                  -                 -     1745
met1              22.8                53     1482
met2              23.2                42       48
met3              2.10               3.0       12
met4              2.82               1.6        0
met5                 0                 0        -
## power breakdown
group	total, W	switching (W)	internal [W]
sequential	0.000501	0.00000530	0.000496
combinational	0.0000101	0.00000649	0.00000362
clock	0.000469	0.000177	0.000292
total	0.000980	0.000189	0.000791
## worst max-delay path: stages, from the launching register on
cell and delay [ps]:
dfxtp_1 370, o21ai_0 190, a21oi_1 100, o21a_1 170
o211ai_1 170, a21oi_1 100, o2111a_1 250, nor4_1 480
nand2_1 670, nor2_1 250
## worst max-delay path by stage
stage	startpoint	end	slack, ps
6_report	clk_divider.counter[6]	clk_divider.counter[23]	2170
5_1_grt	clk_divider.counter[6]	clk_divider.counter[7]	1860
4_1_cts	clk_divider.counter[6]	clk_divider.counter[23]	2110
## final cells by class
cell class                 count  area, µm²  share of cell area, %
clock buffer                  11        141                   3.00
clock inverter                 5       75.1                   1.59
inverter                      29        110                   2.33
multi-input combinational    385       2540                   53.8
sequential                    74       1550                   32.9
tap                          136        170                   3.61
timing repair buffer          13        130                   2.76
## state kept, by name, indices dropped and copies added (netlist names)
| name | count |
|---|---|
| clk_divider.clk_1Hz | 1 |
| clk_divider.counter | 29 |
| clk_divider240.clk_240Hz | 1 |
| clk_divider240.counter | 29 |
| dig_clk.minute | 6 |
| dig_clk.sec | 6 |
| digit_select | 2 |
## stage by stage
| step | util (%) | instance area (µm²) |
|---|---|---|
| floorplan | - | 4260 |
| global placement | 43.8 | 4500 |
| detailed placement | 43.8 | 4500 |
| CTS | 45.9 | 4720 |
| global route | 45.9 | 4720 |
| finish | 45.9 | 4720 |
## layout by cell type, fill, tap and decap left out, types with 3 or more instances in the layout
cell type / instances
a21o_1: 3
a21oi_1: 11
a31oi_1: 6
and3_1: 18
clkbuf_8: 10
clkdlybuf4s50_1: 13
clkinv_2: 4
conb_1: 13
dfrtp_1: 14
dfxtp_1: 60
ha_1: 25
inv_1: 25
inv_2: 3
mux2_2: 5
mux2i_1: 8
nand2_1: 35
nand2b_1: 4
nand3_1: 20
nand4_1: 9
nor2_1: 78
nor2b_1: 4
nor3_1: 8
nor4_1: 6
o211ai_1: 4
o21ai_0: 21
o22ai_1: 9
xnor2_1: 22
xor2_1: 24
No activity file was given, so power comes from the tool's default toggle rates.
